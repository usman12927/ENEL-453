File: flow/run.sh
#!/bin/bash
# OpenROAD 26Q1-2900-gdf79404cd8, Yosys 0.63+post, stock flow scripts
make -C /OpenROAD-flow-scripts/flow DESIGN_CONFIG=/design/flow/config.mk WORK_HOME=/design/flow/orfs finish
File: flow/config.mk
export PLATFORM = sky130hd
export DESIGN_NAME = display_controller
export DESIGN_NICKNAME = display_controller
export VERILOG_FILES = /design/flow/design.v
export SDC_FILE = /design/flow/constraint.sdc
export NUM_CORES = 4
export LEC_CHECK = 1
export CORE_UTILIZATION = 40
File: flow/constraint.sdc
current_design display_controller

set clk_period 7.3
set clk_io_pct 0.2

create_clock -name clk0 -period $clk_period [get_ports {clk}]

set non_clock_inputs [all_inputs -no_clocks]
set_input_delay [expr $clk_period * $clk_io_pct] -clock clk0 $non_clock_inputs
set_output_delay [expr $clk_period * $clk_io_pct] -clock clk0 [all_outputs]
File: flow/design.v
module bin_to_bcd(
    input  logic [15:0] bin_in,
    output logic [15:0] bcd_out,
    input  logic clk,
    input  logic reset
);
    logic [31:0] scratch, next_scratch;
    logic [4:0]  clkcnt, next_clkcnt;
    logic        ready, next_ready,overflow_error;
    logic [15:0] next_bcd_out;
    always_ff @(posedge clk) begin
        if (reset) begin
            scratch <= '0;
            bcd_out <= '0;
            ready   <= 1'b1;
            clkcnt  <= '0;
        end else begin
            scratch <= next_scratch;
            bcd_out <= next_bcd_out;
            ready   <= next_ready;
            clkcnt  <= next_clkcnt;
        end
    end
    always_comb begin
        next_scratch = scratch;
        next_bcd_out = bcd_out;
        next_ready   = ready;
        next_clkcnt  = clkcnt;
        if (bin_in > 9999) begin
            next_bcd_out = 16'hEEEE;
            overflow_error = 1;
            next_ready   = 1'b0;
            next_clkcnt  = '0;
            next_scratch = '0;
        end else begin
            overflow_error = 0;
            case (clkcnt)
                5'd0: begin
                    next_scratch = {16'b0, bin_in};
                    next_clkcnt = clkcnt + 1;
                    next_ready = 1'b0;
                end
                 5'd1, 5'd2, 5'd3, 5'd4, 5'd5, 5'd6, 5'd7, 5'd8, 5'd9, 5'd10, 5'd11, 5'd12, 5'd13, 5'd14, 5'd15, 5'd16: begin
                    if (next_scratch[31:28] >= 5) next_scratch[31:28] = next_scratch[31:28] + 3;
                    if (next_scratch[27:24] >= 5) next_scratch[27:24] = next_scratch[27:24] + 3;
                    if (next_scratch[23:20] >= 5) next_scratch[23:20] = next_scratch[23:20] + 3;
                    if (next_scratch[19:16] >= 5) next_scratch[19:16] = next_scratch[19:16] + 3;
                    next_scratch = {next_scratch[30:0], 1'b0};
                    next_clkcnt = clkcnt + 1;
                end
                5'd17: begin
                    next_bcd_out = next_scratch[31:16];
                    next_ready = 1'b1;
                    next_clkcnt = '0;
                end
                default: begin
                    next_clkcnt = '0;
                end
            endcase
        end
    end
endmodule
module digit_multiplexor (
    input  logic [3:0] sec_dig1,
    input  logic [3:0] sec_dig2,
    input  logic [3:0] min_dig1,
    input  logic [3:0] min_dig2,
    input  logic [3:0] selector,
    input  logic [3:0] decimal_point, 
    output logic [3:0] time_digit,
    output logic       dp_in
);
    always_comb begin
        case (selector)
            4'b0001: time_digit = sec_dig1;    
            4'b0010: time_digit = sec_dig2;    
            4'b0100: time_digit = min_dig1;    
            4'b1000: time_digit = min_dig2;    
            default: time_digit = 4'b0000;     
        endcase
    end
    always_comb begin
        case (selector)
            4'b0001: dp_in = decimal_point[0];    
            4'b0010: dp_in = decimal_point[1];    
            4'b0100: dp_in = decimal_point[2];    
            4'b1000: dp_in = decimal_point[3];    
            default: dp_in = 0;                   
        endcase
    end
endmodule
module display_controller (
    input  logic        clk,
    input  logic        reset,
    input  logic [9:0]  sw,    
    input  logic [15:0] xadc_raw_16,
    input  logic [15:0] xadc_scaled_mV,
    input  logic [15:0] xadc_avg_16,
    input  logic [15:0] pwm_raw_16,
    input  logic [15:0] pwm_scaled_mV,
    input  logic [15:0] pwm_avg_16,
    input  logic [15:0] r2r_raw_16,
    input  logic [15:0] r2r_scaled_mV,
    input  logic [15:0] r2r_avg_16,
    output logic [15:0] led,
    output logic        CA, CB, CC, CD, CE, CF, CG, DP,
    output logic        AN1, AN2, AN3, AN4
);
    logic [3:0] sw_count;
    always_comb begin
        sw_count = '0;
        for (int i = 0; i < 9; i++) begin
            sw_count = sw_count + sw[i];
        end
    end
    logic [15:0] selected_value;
    logic        default_format;    
    logic        use_decimal;       
    logic        is_voltage_mode;   
    localparam logic [15:0] ERR_CODE = 16'hEEEE;
    always_comb begin
        selected_value = 16'h0000;
        default_format = 1'b0;
        is_voltage_mode = 1'b0;
        if (sw_count == 0) begin
            selected_value = 16'h0000;
            default_format = 1'b0;
            is_voltage_mode = 1'b0;
        end
        else if (sw_count > 1) begin
            selected_value = ERR_CODE;
            default_format = 1'b0;
            is_voltage_mode = 1'b0;
        end
        else begin
            unique case (sw[8:0])
                9'b000000001: begin
                    selected_value = xadc_raw_16;
                    default_format = 1'b0;
                    is_voltage_mode = 1'b0;
                end
                9'b000000010: begin
                    selected_value = xadc_scaled_mV;
                    default_format = 1'b1;
                    is_voltage_mode = 1'b1;   
                end
                9'b000000100: begin
                    selected_value = xadc_avg_16;
                    default_format = 1'b0;
                    is_voltage_mode = 1'b0;
                end
                9'b000001000: begin
                    selected_value = pwm_raw_16;
                    default_format = 1'b0;
                    is_voltage_mode = 1'b0;
                end
                9'b000010000: begin
                    selected_value = pwm_scaled_mV;
                    default_format = 1'b1;
                    is_voltage_mode = 1'b1;   
                end
                9'b000100000: begin
                    selected_value = pwm_avg_16;
                    default_format = 1'b0;
                    is_voltage_mode = 1'b0;
                end
                9'b001000000: begin
                    selected_value = r2r_raw_16;
                    default_format = 1'b0;
                    is_voltage_mode = 1'b0;
                end
                9'b010000000: begin
                    selected_value = r2r_scaled_mV;
                    default_format = 1'b1;
                    is_voltage_mode = 1'b1;   
                end
                9'b100000000: begin
                    selected_value = r2r_avg_16;
                    default_format = 1'b0;
                    is_voltage_mode = 1'b0;
                end
                default: begin
                    selected_value = 16'h0000;
                    default_format = 1'b0;
                    is_voltage_mode = 1'b0;
                end
            endcase
        end
    end
    assign use_decimal = sw[9] ? 1'b1 : default_format;
    assign led = selected_value;
    logic [15:0] bcd_value;
    bin_to_bcd BIN2BCD (
        .clk     (clk),
        .reset   (reset),
        .bin_in  (selected_value),
        .bcd_out (bcd_value)
    );
    logic [15:0] mux_out;
    logic [3:0]  decimal_point;
    mux4_16_bits DISP_MUX (
        .in0    (selected_value),           
        .in1    (bcd_value),                
        .in2    (16'h0000),
        .in3    (16'h0000),
        .select ({1'b0, use_decimal}),      
        .mux_out(mux_out),
        .decimal_point()                    
    );
    assign decimal_point = is_voltage_mode ? 4'b1000 : 4'b0000;
    seven_segment_display_subsystem SEVEN_SEG (
        .clk           (clk),
        .reset         (reset),
        .sec_dig1      (mux_out[3:0]),
        .sec_dig2      (mux_out[7:4]),
        .min_dig1      (mux_out[11:8]),
        .min_dig2      (mux_out[15:12]),
        .decimal_point (decimal_point),
        .CA            (CA), .CB(CB), .CC(CC), .CD(CD),
        .CE            (CE), .CF(CF), .CG(CG), .DP(DP),
        .AN1           (AN1), .AN2(AN2), .AN3(AN3), .AN4(AN4)
    );
endmodule
module mux4_16_bits(
    input  logic [15:0] in0,  
    input  logic [15:0] in1,  
    input  logic [15:0] in2, 
    input  logic [15:0] in3,  
    input  logic  [1:0] select,  
    output logic [15:0] mux_out,
    output logic  [3:0] decimal_point  
    );
    always_comb begin
        case(select)
            2'b00: mux_out = in0;  
            2'b01: mux_out = in1;  
            2'b10: mux_out = in2;
            2'b11: mux_out = in3;
            default: mux_out = 16'h0000;
        endcase
    end    
   always_comb begin
     decimal_point = 4'b0000;
   end    
endmodule
module seven_segment_decoder (
    output logic       CA,
    output logic       CB,
    output logic       CC,
    output logic       CD,
    output logic       CE,
    output logic       CF,
    output logic       CG,
    output logic       DP,
    input  logic       dp_in,
    input  logic [3:0] data
);
    logic [6:0] decoded_bits;
    always_comb begin
        case (data)                  
            4'b0000: decoded_bits = 7'b1111110;  
            4'b0001: decoded_bits = 7'b0110000;  
            4'b0010: decoded_bits = 7'b1101101;  
            4'b0011: decoded_bits = 7'b1111001;  
            4'b0100: decoded_bits = 7'b0110011;  
            4'b0101: decoded_bits = 7'b1011011;  
            4'b0110: decoded_bits = 7'b1011111;  
            4'b0111: decoded_bits = 7'b1110000;  
            4'b1000: decoded_bits = 7'b1111111;  
            4'b1001: decoded_bits = 7'b1111011;  
            4'b1010: decoded_bits = 7'b1110111;  
            4'b1011: decoded_bits = 7'b1111111;  
            4'b1100: decoded_bits = 7'b1001110;  
            4'b1101: decoded_bits = 7'b1111110;  
            4'b1110: decoded_bits = 7'b1001111;  
            4'b1111: decoded_bits = 7'b1000111;  
            default: decoded_bits = 7'b0000000;  
        endcase                      
    end                              
    assign DP = ~dp_in; 
    assign CA = ~decoded_bits[6];
    assign CB = ~decoded_bits[5];
    assign CC = ~decoded_bits[4];
    assign CD = ~decoded_bits[3];
    assign CE = ~decoded_bits[2];
    assign CF = ~decoded_bits[1];
    assign CG = ~decoded_bits[0];
endmodule
module seven_segment_digit_selector (
    input logic        clk,
    input logic        reset,
    output logic [3:0] digit_select,
    output logic [3:0] an_outputs
);
    logic [3:0] d, q;
    logic [16:0] count;
    always_ff @(posedge clk) begin
        if (reset) begin
            count <= 17'b0;
        end else begin
            count <= count + 1;
        end
    end
    always_ff @(posedge clk) begin
        if (reset) begin
            q <= 4'b1111;
        end else if (count == 17'b0) begin
            if (q[0] && q[1]) begin
                q <= 4'b1000;
            end else begin
                q <= d;
            end
        end
    end
    assign d[0] = q[3];
    assign d[1] = q[0];
    assign d[2] = q[1];
    assign d[3] = q[2];
    assign digit_select = q;
    assign an_outputs = ~q;   
endmodule
module seven_segment_display_subsystem (
    input  logic        clk,
    input  logic        reset,
    input  logic [3:0]  sec_dig1,  
    input  logic [3:0]  sec_dig2,  
    input  logic [3:0]  min_dig1,  
    input  logic [3:0]  min_dig2,  
    input  logic [3:0] decimal_point, 
    output logic        CA, CB, CC, CD, CE, CF, CG, DP,  
    output logic        AN1, AN2, AN3, AN4  
);
    logic [3:0] digit_to_display;
    logic [3:0] digit_select;
    logic [3:0] an_outputs;
    logic       in_DP, out_DP;
    digit_multiplexor DIGIT_MUX (
        .sec_dig1(  sec_dig1),   
        .sec_dig2(  sec_dig2),   
        .min_dig1(  min_dig1),   
        .min_dig2(  min_dig2),   
        .selector(  digit_select),  
        .decimal_point(decimal_point),
        .time_digit(digit_to_display),   
        .dp_in(in_DP)
    );
    seven_segment_digit_selector DIGIT_SELECTOR (
        .clk(         clk),
        .reset(       reset),
        .digit_select(digit_select),  
        .an_outputs(  an_outputs)     
    );
    seven_segment_decoder SEG_DECODER (
        .data( digit_to_display),  
        .dp_in( in_DP),            
        .CA( CA), .CB( CB), .CC( CC), .CD( CD), .CE( CE), .CF( CF), .CG( CG),
        .DP( out_DP)
    );
    assign AN1 = an_outputs[0];
    assign AN2 = an_outputs[1];
    assign AN3 = an_outputs[2];
    assign AN4 = an_outputs[3];
    assign DP = out_DP;
endmodule
==> qor.csv <==
stage,metric,value,unit
layout,final_cells,1157,
synth,synth_area_leader_cell,dfxtp_1,
min_path,worstHoldEndpoint,BIN2BCD.scratch[5],
sta,max-slew-margin-rel,33.54,%
status,status,"complete, but fails checks",
global_routing,grt_max_degree,42,
synth,yosys_cells,774,
critical_path,cp-end-kind,output port,
drt,wl_per_cell,18.81,um
sta,fin_skew,0.007384,ns
critical_path,regToRegSetupSlack,5.13,ns
drt,num_antenna_cells,0,
pwr,peakVddDrop,0.2233,mV
clock_tree,cts_sinks,74,
floorplanning,die_h,122.3,um
synth,ys.flops,74,
pwr,power.leakage,3.261,nW
floorplanning,dieArea,0.01497,mm2
layout,nFillCells,1195,
pwr,finalPower,1.557,mW
sta,drv_slew,0,
global_routing,met1_usage,46.40,%
place,dp_hpwl,16780,um
clock_tree,clk_latency,0.33,ns
synth,synth_seq_share,25.57,%
synth,edf_count,0,
floorplanning,die_w,122.3,um
drt,ant_nets,0,
synth,synthDistinctLibCells,70,
sta,finalHoldViolations,0,
clock_tree,cts_inserted_buffers,9,
drt,dr.pass1.iters,6,
place,dp.cells,1127,
clock_tree,htree_levels,3,
synth,ys_async_sr_fraction,0,%
flow_run,maxCapViolations,0,
layout,final_common_cell,clkdlybuf4s50_1,
min_path,hp-start,BIN2BCD.scratch[4],
synth,area_leaders,"dfxtp_1 26%, nand2_1 6.7%, a22oi_1 6.5%",
critical_path,arrival,6.03,ns
critical_path,worstPathRequired,5.84,ns
floorplanning,placeableCoreArea,0.01399,mm2
critical_path,reg2reg_from,BIN2BCD.clkcnt[1],
critical_path,crit_type,in -> out,
synth,synth_top_area_share,25.57,%
critical_path,reg2reg_depth,8,
flow_run,warning_count,44,
min_path,min_path_cells,2,
layout,area_growth,48.49,%
clock_tree,clockRootBuffer,clkbuf_16,
floorplanning,pin_count,184,
drt,vias,6680,
global_routing,grt_use_total,29.83,%
synth,syn_area,0.005793,mm2
synth,syn_inst,774,
place,gp_congestion,0.9269,
clock_tree,cts_tree,yes,
status,violations,negative setup slack,
critical_path,cp-start-kind,input pin,
floorplanning,row_count,43,
place,portBuffers,183,
global_routing,grt_overflow,0,
global_routing,grt_use_met2,43.79,%
synth,synth_warnings,6,
synth,ys_chip_area,0.005793,mm2
global_routing,antenna_found_initial,0,
pwr,power_density,181.0,mW/mm2
sta,layout_setup_ws,-0.1859,ns
sta,worst_pin_slew,0.9949,ns
layout,fin_util,61.49,%
sta,period_needed,7.486,ns
clock_tree,cts_buffer_depth,2,
drt,dr.first_iter.drc_count,484,
sta,grt_setup_unrepaired,true,
clock_tree,clk_pin_slew,0.06,ns
sta,period_used_share,102.5,%
synth,synth_area_per_cell,7.485,um2
drt,wirelength,21760,um
min_path,hp-class,reg -> reg,
sta,setup_viol,7,
critical_path,reg2reg_to,BIN2BCD.scratch[1],
place,dp_slack,-0.9745,ns
global_routing,grt.met3_usage,4.981,%
global_routing,top_usage_layer,met1,
floorplanning,initCoreUtil,41.41,%
drt,vias_per_cell,5.774,
layout,lay_top_cells,"173 x clkdlybuf4s50_1, 102 x nand2_1, 74 x dfxtp_1",
critical_path,cp_max_fo,5,
synth,synth-main-ff-cell,dfxtp_1,
global_routing,grt_pass1_wl,33670,um
global_routing,grt_pass1_vias,6231,
sta,fmax,0.1336,GHz
layout,drive_above_1_share,14.43,%
drt,drcViolationCount,0,
[layout make-up]
class / count / area [um2] / share of cell area [%]
multi-input cells: 601 / 4121 / 47.91
flip-flops and latches: 74 / 1481 / 17.22
clock inverters: 6 / 90.09 / 1.047
inverters: 41 / 153.9 / 1.789
repair buffers: 245 / 2301 / 26.75
well taps: 180 / 225.2 / 2.618
clock buffers: 10 / 229.0 / 2.662
[timing repair]
item / CTS / global route
buffers inserted: 12 / 4
hold endpoints to repair: 0 / 0
pin swaps: 22 / 12
hold buffers: 0 / 0
resized: 88 / 9
gates cloned: 0 / 0
endpoints found under the setup margin: 8 / 7
[through the flow]
stage	setup TNS, ns	instance area, um2	hold slack [ns]
floorplan	0	5807	0.4258
detailed placement	-6.259	7971	0.4472
CTS	-1.016	8546	0.4620
global placement	-5.777	7971	0.4365
global route	-1.898	8602	0.4768
finish	-0.7904	8602	0.4590
[power breakdown]
| part | internal, mW | total [mW] | leakage [nW] | switching (mW) |
|---|---|---|---|---|
| combinational | 0.309 | 0.616 | 2.50 | 0.308 |
| clock | 0.300 | 0.471 | 0.153 | 0.170 |
| sequential | 0.443 | 0.470 | 0.603 | 0.0273 |
| total | 1.05 | 1.56 | 3.26 | 0.505 |
[registers in the layout, summed over array words and instances (netlist names)]
signal and cells:
SEVEN_SEG.DIGIT_SELECTOR.q 4, SEVEN_SEG.DIGIT_SELECTOR.count 17, BIN2BCD.bcd_out 16, BIN2BCD.scratch 32, BIN2BCD.clkcnt 5
[critical path, cell delays in order]
cell and delay (ns):
buf_8 0.10, fa_1 0.54, inv_1 0.05, fa_1 0.45, fa_1 0.51, inv_2 0.04
fa_2 0.34, inv_2 0.06, fa_2 0.43, nor2b_4 0.15, buf_6 0.13, o211ai_4 0.09
buf_6 0.15, a31oi_4 0.03, mux2i_1 0.21, nor2_2 0.07, or4_4 0.54, buf_6 0.15
ha_4 0.15, mux2i_1 0.16, mux2i_1 0.10, buf_2 0.11
[cell usage after synthesis (11+ instances only)]
cell and count:
and3_1 11, inv_1 41, nor2_1 68, a22o_1 17
buf_2 11, a211oi_1 16, a22oi_1 50, nand3_1 30
o21ai_0 25, xor2_1 17, nor2b_1 12, dfxtp_1 74
nand2_1 103, clkbuf_1 41, a31oi_1 24, a21oi_1 37
ha_1 26, mux2i_1 12
[cell families after synthesis]
| kind of cell | after synthesis | synth area share [%] |
|---|---|---|
| and+or+nand+nor | 296 | 24.90 |
| AOI/OAI and AO/OA | 235 | 29.05 |
| buffers and inverters | 99 | 6.976 |
| DFF | 74 | 25.57 |
| adders and majority gates | 31 | 7.343 |
| xor gates and xnor gates | 27 | 4.082 |
| muxes | 12 | 2.074 |
[layer usage]
metal	vias to the layer above	wire (um)
met3	39	1696
li1	3223	-
met1	3158	10250
met4	0	534
met2	260	9284
met5	-	0
[worst max path at each step]
stage	from	end	depth (start not counted)	slack, ns
CTS	sw[0]	CD	22	-0.23
global route	sw[1]	CD	23	-0.35
finish	sw[1]	CD	22	-0.19
Power figures rest on the tool's default switching activity, not on a simulated workload.
