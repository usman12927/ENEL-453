==> flow/design.v <==
module r2r_ramp_adc #(parameter int WIDTH = 8) (
    input  logic             clk,           
    input  logic             reset,         
    input  logic             enable,        
    input  logic             vcompare_raw,  
    output logic [WIDTH-1:0] r2r_out,       
    output logic [WIDTH-1:0] raw_code,      
    output logic [15:0]      scaled_mV      
);
    logic sync_ff1, sync_ff2;
    logic vcompare_prev;
    always_ff @(posedge clk) begin
        if (reset) begin
            sync_ff1      <= 1'b0;
            sync_ff2      <= 1'b0;
            vcompare_prev <= 1'b0;
        end else begin
            sync_ff1      <= vcompare_raw;
            sync_ff2      <= sync_ff1;
            vcompare_prev <= sync_ff2;
        end
    end
    logic vcompare_sync     = sync_ff2;
    logic high_to_low_pulse = (vcompare_prev == 1'b1) && (vcompare_sync == 1'b0);
    logic [WIDTH-1:0] step_counter;
    logic [WIDTH-1:0] ramp_code;
    always_ff @(posedge clk) begin
        if (reset) begin
            step_counter <= '0;
            ramp_code    <= '0;
        end else if (enable) begin
            step_counter <= step_counter + 1;
            if (step_counter == {WIDTH{1'b1}})
                ramp_code <= ramp_code + 1;
        end else begin
            step_counter <= '0;
            ramp_code    <= '0;
        end
    end
    assign r2r_out = ramp_code;
    logic [WIDTH-1:0] code_reg;
    always_ff @(posedge clk) begin
        if (reset) begin
            code_reg <= '0;
        end else if (enable && high_to_low_pulse) begin
            code_reg <= ramp_code;
        end
    end
    assign raw_code = code_reg;
    logic [15:0] raw_code_16;
    logic [31:0] mult_temp;
    logic        ready_pulse;
    assign raw_code_16 = {code_reg, 8'b0};    
    assign ready_pulse = high_to_low_pulse;
    always_ff @(posedge clk) begin
        if (reset) begin
            scaled_mV <= 16'd0;
        end else if (ready_pulse) begin
            mult_temp = raw_code_16 * 16'd26406;
            scaled_mV <= mult_temp[31:19];
        end
    end
endmodule
==> flow/run.sh <==
#!/bin/bash
# OpenROAD 26Q1-2900-gdf79404cd8, Yosys 0.63+post, stock flow scripts
make -C /OpenROAD-flow-scripts/flow DESIGN_CONFIG=/design/flow/config.mk WORK_HOME=/design/flow/orfs finish
==> flow/config.mk <==
export PLATFORM = sky130hd
export DESIGN_NAME = r2r_ramp_adc
export DESIGN_NICKNAME = r2r_ramp_adc
export VERILOG_FILES = /design/flow/design.v
export SDC_FILE = /design/flow/constraint.sdc
export NUM_CORES = 4
export LEC_CHECK = 1
export CORE_UTILIZATION = 50
==> flow/constraint.sdc <==
current_design r2r_ramp_adc

set clk_period 6.4
set clk_io_pct 0.2

create_clock -name clk0 -period $clk_period [get_ports {clk}]

set non_clock_inputs [all_inputs -no_clocks]
set_input_delay [expr $clk_period * $clk_io_pct] -clock clk0 $non_clock_inputs
set_output_delay [expr $clk_period * $clk_io_pct] -clock clk0 [all_outputs]
==> out/qor.rpt <==
====================================================================================
Ratio of total power to cell area .....................................  124 mW/mm^2
Sequential element share of the synthesized area ......................        23.7%
VDD IR-drop max .......................................................     0.144 mV
Top logic family ......................................................  adder cells
Async set-or-reset flop fraction in the synthesized netlist ...........           0%
Cts hold-fix bufs .....................................................            0
Run status ............................................................ complete, no violations
Count of max-cap constraint violations ................................            0
Fraction of synthesized cell area taken by the top area cell type .....        23.7%
Floorplan Core Area ................................................... 0.00635 mm^2
Count of final setup violators ........................................            0
Row count .............................................................           29
Synthesis area per yosys .............................................. 0.00330 mm^2
Worst rel slew slack ..................................................        46.9%
Cell count after synthesis ............................................          374
Flops after synth .....................................................           39
Yosys warning count ...................................................            1
Number of clock buffers inserted by TritonCTS .........................            5
Post-layout min period ................................................      4.26 ns
Sum of overflow across all layers after global routing ................            0
Detailed Place HPWL ...................................................      5610 um
Antenna fix cells .....................................................            0
Class of the tightest hold or removal check ........................... flip-flop to flip-flop
Fp_density ............................................................        51.9%
Post-route DRC violation count ........................................            0
CP required ...........................................................      6.59 ns
Wire length of the first global-routing pass ..........................    12,200 um
Global placement routability congestion ...............................        0.925
Cell count of the worst reg-to-reg path ...............................           14
Number of standard cells reported by yosys ............................          374
Upper clock frequency limit ...........................................      235 MHz
Initial antenna violation count .......................................            0
Number of iterations in the first detailed-routing pass ...............            4
Mapped Avg Cell Area ..................................................    8.82 um^2
Final worst hold slack ................................................     0.440 ns
Mux contribution to synthesized area ..................................        1.21%
Routed wire length per instance .......................................      14.3 um
Most popular library cell in the synthesized design by count .......... sky130_fd_sc_hd__ha_1
Post-detailed-route via-to-cell ratio .................................         5.47
Leakage ...............................................................      1.83 nW
TritonCTS clock tree ..................................................         done
Leading post-synthesis cells by cell area ............................. sky130_fd_sc_hd__dfxtp_1 (24%), sky130_fd_sc_hd__ha_1 (21%), sky130_fd_sc_hd__fa_1 (12%)
Total power draw ......................................................     0.466 mW
Complex-gate fraction of the synthesized area .........................        12.6%
Parity-gate share of the synthesized area counting xor and xnor cells .        5.58%
Clock net sink count ..................................................           39
Post-synth top cells .................................................. sky130_fd_sc_hd__ha_1 (56), sky130_fd_sc_hd__dfxtp_1 (39), sky130_fd_sc_hd__nand2_1 (38)
Count of instances resized after the clock tree is built ..............            0
Clock Tree Buf Depth ..................................................            2
Reg clk slew, reported paths ..........................................      0.09 ns
Startpoint kind of the worst setup timing path ........................    flip-flop
Top-Level Pins ........................................................           36
Synth Area in Simple Gates ............................................        17.1%
Area overhead of the layout relative to synthesis .....................        13.8%
Most used flip-flop cell .............................................. sky130_fd_sc_hd__dfxtp_1
Skew-Pair Late Insertion Delay ........................................      0.29 ns
Die height ............................................................      83.2 um
Port-buffer cells .....................................................           31
Via count of the first global-routing pass ............................        2,592
DR iter-0 viols .......................................................          105
Crit Path Category .................................................... flip-flop to flip-flop
Arrival time at the worst endpoint ....................................      4.45 ns
Largest net degree at the start of global routing .....................           17
Post-synth tally of flip-flops with integrated enable .................            0
Final-report max-slew violation count .................................            0
Clk_skew ..............................................................   0.00812 ns
Total detailed-routing wirelength .....................................      6850 um
Number of vias after detailed routing .................................        2,617
Register name with the most flops .....................................    scaled_mV
Area fraction in full adders, half adders and majority gates ..........        33.4%
Max reg flops .........................................................           12
Hold-critical path depth ..............................................            1
Unrepaired setup endpoints after global routing .......................           no
Count of tool warnings ................................................           27
Setup bufs post-CTS ...................................................            0
Critical Path Sink Type ...............................................    flip-flop
Count of different cell masters after synthesis .......................           50
Endpoints failing hold ................................................            0
Total die size ........................................................ 0.00692 mm^2
Clk Tree Root Cell .................................................... sky130_fd_sc_hd__clkbuf_8
Final period utilization ..............................................        66.6%
Horizontal die dimension ..............................................      83.2 um
Worst slew pin tran ...................................................     0.794 ns
Global router's overall resource usage ................................        22.2%
Deepest level of the CTS H-tree .......................................            2
Fraction of final layout cells with drive strength greater than 1 .....        3.74%
Area of the mapped netlist ............................................ 0.00330 mm^2
Antenna-violating nets left ...........................................            0
Peak fanout along the critical path ...................................            8
Post-synthesis cell type with the largest combined area ............... sky130_fd_sc_hd__dfxtp_1
Post-route setup TNS ..................................................         0 ns
====================================================================================
## area by class of cell
type | instances | area (um^2)
Clock buffer | 5 | 68.8
Clock inverter | 3 | 47.5
Fill cell | 538 | 2600
Inverter | 34 | 128
Multi-Input combinational cell | 289 | 2320
Sequential cell | 39 | 781
Tap cell | 77 | 96.3
Timing Repair Buffer | 31 | 310
## cells in the final DEF (no fill, tap or decap), types with 5 or more instances in the layout
cell type	n
sky130_fd_sc_hd__a21oi_1	22
sky130_fd_sc_hd__clkbuf_8	5
sky130_fd_sc_hd__clkdlybuf4s50_1	31
sky130_fd_sc_hd__dfxtp_1	39
sky130_fd_sc_hd__fa_1	20
sky130_fd_sc_hd__ha_1	56
sky130_fd_sc_hd__inv_1	34
sky130_fd_sc_hd__nand2_1	38
sky130_fd_sc_hd__nand3_1	19
sky130_fd_sc_hd__nand4_1	5
sky130_fd_sc_hd__nor2_1	28
sky130_fd_sc_hd__nor2b_1	6
sky130_fd_sc_hd__o21ai_0	15
sky130_fd_sc_hd__xnor2_1	9
sky130_fd_sc_hd__xor2_1	12
## stage by stage
step / utilization [%] / instance area (um^2) / instances / setup WS, ns
final: 59.1 / 3750 / 478 / 2.14
after global routing: 59.1 / 3750 / 478 / 1.88
after CTS: 59.1 / 3750 / 478 / 2.15
after detailed placement: 57.3 / 3640 / 470 / 2.17
after global placement: 57.3 / 3640 / 470 / 2.24
after floorplan: - / 3310 / 377 / 2.43
## critical path, cell delays in order (launching register included)
cell	delay [ns]
sky130_fd_sc_hd__dfxtp_1	0.52
sky130_fd_sc_hd__inv_1	0.08
sky130_fd_sc_hd__ha_1	0.34
sky130_fd_sc_hd__xnor2_1	0.17
sky130_fd_sc_hd__ha_1	0.18
sky130_fd_sc_hd__or2_2	0.31
sky130_fd_sc_hd__fa_1	0.39
sky130_fd_sc_hd__fa_1	0.44
sky130_fd_sc_hd__ha_1	0.34
sky130_fd_sc_hd__nand2_1	0.18
sky130_fd_sc_hd__o21bai_4	0.09
sky130_fd_sc_hd__a211o_1	0.36
sky130_fd_sc_hd__o21a_1	0.22
sky130_fd_sc_hd__or3_1	0.30
sky130_fd_sc_hd__a32o_1	0.24
## metal layers
metal / vias up / wire (um) / global-route usage [%]
li1: 1330 / - / -
met1: 1223 / 3170 / 31.5
met2: 55 / 3370 / 38.7
met3: 9 / 219 / 2.22
met4: 0 / 93 / 2.82
met5: - / 0 / 0
## power by group
part,internal (mW),switching (mW)
combinational,0.00311,0.00709
clock,0.118,0.0931
sequential,0.244,0.000749
total,0.365,0.101
## path summary, 6_finish.rpt
check	to	slack, ns	startpoint
hold / removal	sync_ff2$_SDFF_PP0_	0.44	sync_ff1$_SDFF_PP0_
setup reg to reg	scaled_mV[4]$_SDFFE_PP0P_	2.14	code_reg[6]$_SDFFE_PP0P_
setup / recovery	scaled_mV[4]$_SDFFE_PP0P_	2.14	code_reg[6]$_SDFFE_PP0P_
hold reg to reg	sync_ff2$_SDFF_PP0_	0.44	sync_ff1$_SDFF_PP0_
## logic make-up (layout without fill, tap and decap cells)
kind of cell	count (synthesis)	after routing
mux	4	4
xor+xnor	21	21
flops	39	39
compound gates	64	64
fa+ha+maj	76	76
simple gates	120	120
buf+inv	49	73
other cells	1	4
No activity file was given, so power comes from the tool's default toggle rates.
